[config.mk]
export PLATFORM = sky130hd
export DESIGN_NAME = fsmmo
export DESIGN_NICKNAME = fsmmo
export VERILOG_FILES = /design/flow/design.v
export SDC_FILE = /design/flow/constraint.sdc
export NUM_CORES = 4
export LEC_CHECK = 1
export CORE_AREA = 10 10 70 70
export DIE_AREA = 0 0 80 80
[constraint.sdc]
current_design fsmmo

set clk_period 1.5
set clk_io_pct 0.2

create_clock -name clk0 -period $clk_period [get_ports {clk}]

set non_clock_inputs [all_inputs -no_clocks]
set_input_delay [expr $clk_period * $clk_io_pct] -clock clk0 $non_clock_inputs
set_output_delay [expr $clk_period * $clk_io_pct] -clock clk0 [all_outputs]
[design.v]
module fsmmo(
    input din, reset, clk,
    output reg seqcheck,
    output reg [2:0]state
);
always @(posedge clk or negedge reset) begin
    if(!reset) begin
      state <= 3'b0;
      seqcheck <= 0;
    end
    else
    begin
      case (state)
        3'b000 : begin
            if (din) begin
                state <= 3'b001;
            end
            else begin
                state <= 3'b000;
            end
        end
        3'b001 : begin
          if (din) begin
                state <= 3'b001;
            end
            else begin
                state <= 3'b010;
            end
        end
        3'b010 : begin
          if (din) begin
                state <= 3'b011;
            end
            else begin
                state <= 3'b000;
            end
        end
        3'b011 : begin
          if (din) begin
                state <= 3'b100;
            end
            else begin
                state <= 3'b010;
            end
        end
         3'b100 : begin
          if (din) begin
                state <= 3'b001;
            end
            else begin
                state <= 3'b010;
            end
        end
        default: begin
                state <= 3'b000;
        end
      endcase
    end
end
always @(posedge clk or negedge reset) begin
    if(!reset) begin
      seqcheck <= 1'b0 ;
    end
    else if (state == 3'b100 ) begin
      seqcheck <= 1'b1 ;
    end
    else begin
      seqcheck <= 1'b0 ;
    end
end
endmodule
[run.sh]
#!/bin/bash
# OpenROAD 26Q1-2900-gdf79404cd8, Yosys 0.63+post, stock flow scripts
make -C /OpenROAD-flow-scripts/flow DESIGN_CONFIG=/design/flow/config.mk WORK_HOME=/design/flow/orfs finish
==> CHANGELOG.md <==
## Flow update

* Post-Route Skew at 0.002456 ns
* Critical path buffers and inverters at 1
* Die Y at 80 um
* Cell area after layout at 280.3 um^2
* 1st-iter DRT viols at 1
* Largest Register: state
* Fin crit period at 1.415 ns
* Core Rows at 21
* Clock-pin slew on the worst setup and hold paths at 0.04 ns
* First-pass GRT wire length at 634 um
* Placed cells at 63
* LEAKAGE at 0.09793 nW
* Worst hold slack at 0.2473 ns
* Critical-path top delay cell: clkdlybuf4s50_1
* RSZ-0062 raised after global routing: no
* Synth Instances at 13
* Fmax at 706.5 MHz
* Status: complete, no violations
* CTS buffer count at 3
* Root Driver: clkbuf_4
* Final Hold Viols at 0
* Die width at 80 um
* Final std cells w/o fill at 67
* Tcrit/Tclk final at 94.36%
* Pwr per Cell Area at 978.6 nW/um^2
* Pre-Repair DR Iteration Count at 2
* Mapped cell area at 151.4 um^2
* Syn. warnings at 3
* Placement Cell Area at 251.5 um^2
* Utilization after layout at 8.205%
* Sequential share of the synthesized area at 49.59%
* Critical Path, Cell by Cell: clkdlybuf4s50_1
* Kind of critical path: reg2out
* Fillcell total at 406
* Total core area at 3416 um^2
* Max FFs per register at 3
* Reg power frac at 36.1%
* VDD IR max at 0.1639 mV
* Post-CTS Setup Bufs at 0
* Gr ovfl total at 0
* WL/cell at 5.552 um
* Ports at 7
* Ant. Diodes at 0
* Delay-heaviest family, CP: buffers and inverters
* Layout area overhead at 85.12%
* Sw power at 0.00005981 W
* Final setup violation count at 0
* Sw Share at 21.81%
* CP Data Arrival Time at 1.12 ns
* Ys cells at 13
* Yosys stat chip area at 151.4 um^2
* ANT nets after route at 0
* GPL Wtd Cong at 0.7274
* Combinational share of power at 12.4%
* Largest net degree at the start of global routing at 8
* Port bufs at 5
* Crit path DRT at 1.20 ns
* Routed wire length at 372 um
* Max Fanout on Critical Path at 7
* Initial antenna violation count at 0
* Residual DRC count at 0
* Vias at 122
* Layout cell share with drive strength beyond 1 at 33.33%
* Clock latency at the later pin of the worst-skew pair at 0.23 ns
* Fp util at 4.432%
* Netlist cell types at 10
* Setup tns final at 0 ns
* Via-to-Cell Ratio at 1.821
* Vias in the first global route at 138
* Avg Synthesized Cell Area at 11.65 um^2
* CP max stage delay at 0.48 ns
* CTS tree: done
* Total Routing Usage GR at 1.367%
* H-tree Lvls at 1
* Worst min path class: in2async
* Crit end category: output port
* P_int at 0.0002145 W
* Chip area at 6400 um^2
* Setup crit start kind: flop
* Max-cap viol count at 0
* Log Warnings at 25
* Fin. max-slew vios at 0
* Cts hold-fix bufs at 0
* Largest registers: state: 3 flops
* Clk pwr share at 51.5%
* CTS max path bufs at 2
* Clock Sinks at 3
* Post-synth regs at 3
* DP HPWL at 291.3 um
power by group through the flow:
| stage | logic [W] | clock network [W] | registers [W] |
|---|---|---|---|
| 4_1_cts | 0.0000352 | 0.000151 | 0.0000982 |
| 5_1_grt | 0.0000395 | 0.000157 | 0.000101 |
| 6_report | 0.0000340 | 0.000141 | 0.0000990 |
synth_stat cells (all sizes together):
library cell,number,area share [%]
nor4b,1,5.8
and4b,1,7.4
nor4bb,1,11
a21oi,1,3.3
nor2,2,5.0
conb,1,2.5
dfrtp,3,50
o21a,1,5.0
a211o,1,5.8
buf,1,5.0
kinds of logic after synthesis:
group | share of synthesized area (%)
flip-flops | 49.59
buffers and inverters | 4.961
AND-OR/OR-AND | 14.05
other | 2.477
AND/OR/NAND/NOR | 28.93
cells in the final DEF (no fill, tap or decap):
cell type / n
a211o_1: 1
a21oi_1: 1
and4b_2: 1
clkbuf_1: 1
clkbuf_4: 3
clkdlybuf4s50_1: 5
conb_1: 1
dfrtp_1: 1
dfrtp_2: 2
nor2_1: 2
nor4b_1: 1
nor4bb_2: 1
o21a_1: 1
layout make-up:
type / count / area, um^2 / share of cell area [%]
Sequential cell: 3 / 77.57 / 27.68
Tap cell: 46 / 57.56 / 20.54
Timing Repair Buffer: 5 / 50.05 / 17.86
Multi-Input combinational cell: 9 / 68.82 / 24.55
Clock buffer: 4 / 26.28 / 9.375
path summary, 6_finish.rpt:
| check | start | to | slack [ns] | depth (start not counted) |
|---|---|---|---|---|
| setup / recovery | state[0] | state[0] | 0.08 | 1 |
| hold / removal | reset | state[1] | 0.25 | 1 |
| setup reg to reg | state[2] | state[1] | 0.54 | 2 |
| hold reg to reg | state[0] | state[1] | 0.58 | 1 |
| max in group asynchronous | reset | state[2] | 1.10 | 1 |
| min in group clk0 | state[0] | state[1] | 0.58 | 1 |
routing by layer:
| layer | wire length (um) | share of wire [%] | vias to the layer above | GRT usage (%) |
|---|---|---|---|---|
| li1 | - | - | 61 | - |
| met1 | 156 | 42 | 56 | 1.465 |
| met2 | 147 | 40 | 5 | 1.525 |
| met3 | 68 | 18 | 0 | 1.705 |
| met4 | 0 | 0 | 0 | 0.5282 |
| met5 | 0 | 0 | - | 0 |
stage by stage:
stage / total power, W / setup WS (ns)
floorplan: 0.0001117 / 0.5911
detailed placement: 0.0001344 / 0.1701
global route: 0.0002973 / 0.02992
finish: 0.0002743 / 0.08460
global placement: 0.0001333 / 0.1812
CTS: 0.0002845 / 0.007454
what timing repair did:
item | 4_1_cts | 5_1_grt
endpoints found under the hold margin | 0 | 0
resized | 0 | 2
setup endpoints to repair | 0 | 2
No activity file was given, so power comes from the tool's default toggle rates.
